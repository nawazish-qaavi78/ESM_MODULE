### /design/flow/run.sh
#!/bin/bash
# OpenROAD 26Q1-2900-gdf79404cd8, Yosys 0.63+post, stock flow scripts
make -C /OpenROAD-flow-scripts/flow DESIGN_CONFIG=/design/flow/config.mk WORK_HOME=/design/flow/orfs finish
### /design/flow/design.v
module ESM #(
	parameter Instruction_word_size = 32,
				 bs = 16,  
				 regnum = 32
) (
	input [Instruction_word_size-1:0] Instr_in,
	input clk, rst, RegWrite, ALUSrc,
	output [Instruction_word_size-1:0] Instr_out
);
	localparam bs_bits = $clog2(bs);
	reg [bs_bits-1:0] buffer_index = 1'b0;
	wire [bs_bits-1:0] next_buffer_index;
	wire valid_count;
	wire [0:bs-1] valid_entries;
	wire proceed = (~(|Instr_in)) || (&valid_entries);  
	always@(posedge clk, posedge rst) begin
		if(rst) buffer_index <= 0;
		else if(valid_count && proceed) buffer_index <= next_buffer_index;
		else buffer_index <= buffer_index + 1'b1;	
	end	
	InstructionBuffer #(Instruction_word_size, bs) Buffer (clk, rst, Instr_in, buffer_index, Instr_out);
	ESM_Core #(Instruction_word_size, bs, regnum) Core (Instr_in, clk, rst, RegWrite, ALUSrc, proceed, buffer_index, valid_entries, next_buffer_index, valid_count);
	BufferValidator #(Instruction_word_size, bs) Validator (clk, rst, Instr_in, buffer_index, valid_entries);  
endmodule
module BufferValidator #(
	parameter Instruction_word_size = 32,
				 bs = 16
) (
	input clk, rst,
	input [Instruction_word_size-1:0] Instr_in,
	input [$clog2(bs)-1:0] buffer_index,
	output reg [0:bs-1] valid_entries
);
	always@(posedge clk, posedge rst) begin
		if(rst) valid_entries <= 0;
		else valid_entries[buffer_index] <= |Instr_in;  
	end
endmodule
module CandidateList # (
	parameter bs = 16
) (
	input clk, rst, 
	input [0:bs-1] independent_instr,
	output reg [0:bs-1] candidate_list
);
	always@(posedge clk, posedge rst)
		if(rst) candidate_list <= 0;
		else candidate_list <= independent_instr;
endmodule
module ESM_Core #(
	parameter Instruction_word_size = 32,
		       bs = 16,
				 regnum = 32
) (
	input [Instruction_word_size-1:0] Instr_in,
	input clk, rst, RegWrite, ALUSrc, proceed,
	input [$clog2(bs)-1:0] buffer_index,
	input [0:bs-1] valid_entries,
	output [$clog2(bs)-1:0] next_buffer_index,
	output valid_count
);
	wire [0:bs-1] independent_instr;
	ESM_Core_IDA #(Instruction_word_size, bs, regnum) IDA (clk, rst, RegWrite, ALUSrc, buffer_index, Instr_in, valid_entries, independent_instr);
	ESM_Core_IIM #(bs) IIM (clk, rst, proceed, independent_instr, buffer_index, next_buffer_index, valid_count);
endmodule
module ESM_Core_IDA #(
	parameter Instruction_word_size = 32,
				 bs = 16,
				 regnum = 32
) (
	input clk, rst, RegWrite, ALUSrc,
	input [$clog2(bs)-1:0] buffer_index,
	input [Instruction_word_size-1:0] Instr_in,
	input [0:bs-1] valid_entries,
	output [0:bs-1] independent_instr
);
	localparam reg_addr_bits = $clog2(regnum);
	localparam bs_bits = $clog2(bs);
	wire [0:bs-1] current_dept;
	wire [reg_addr_bits-1:0] rd = RegWrite ? Instr_in[11:7] : {reg_addr_bits{1'b0}};
	wire [reg_addr_bits-1:0] rs1 = Instr_in[19:15];
	wire [reg_addr_bits-1:0] rs2 = ALUSrc ? {reg_addr_bits{1'b0}}: Instr_in[24:20];  
	wire [bs_bits-1:0] buffer_index_synchronizer; 
	wire [0:bs-1] valid_entries_synchronizer;
	Synchronizer #(bs_bits) synchronizer_1 (clk, rst, buffer_index, buffer_index_synchronizer);
	Synchronizer #(bs) synchronizer_2 (clk, rst, valid_entries, valid_entries_synchronizer);
	IRT #(bs, regnum) irt_table (clk, rst, buffer_index, rd, rs1, rs2, current_dept);
	IDT #(bs) idt_table (clk, rst, buffer_index_synchronizer, current_dept, valid_entries_synchronizer, independent_instr);
endmodule
module ESM_Core_IIM #(
	parameter bs = 16
) (
	input clk, rst, proceed,
	input [0:bs-1] independent_instr,
	input [$clog2(bs)-1: 0] buffer_index,
	output [$clog2(bs)-1:0] next_buffer_index,
	output valid_count
);
	localparam bs_bits = $clog2(bs);
	wire [0:bs-1] candidate_list;
	wire [bs_bits-1: 0] random_number;
	wire [bs_bits-1: 0] buffer_index_synchronizer_1, buffer_index_synchronizer_2;
	Synchronizer #(bs_bits) synchronizer_1 (clk, rst, buffer_index, buffer_index_synchronizer_1);
	Synchronizer #(bs_bits) synchronizer_2 (clk, rst, buffer_index_synchronizer_1, buffer_index_synchronizer_2);
	CandidateList #(bs) list (clk, rst, independent_instr, candidate_list);  
	MappingTable #(bs) mapping_table (clk, rst, proceed, candidate_list, buffer_index, 
												buffer_index_synchronizer_1, buffer_index_synchronizer_2, 
												random_number, next_buffer_index, valid_count);
	PRNG #(bs) prng (clk, rst, random_number);
endmodule
module IDT #(
	parameter bs = 16
) (
	input clk, rst,
	input [$clog2(bs)-1:0] buffer_index,
	input [0:bs-1] current_dept,
	input [0:bs-1] valid_entries,
	output reg [0:bs-1] independent_instr
);
	integer i,j;
	reg [0:bs-1] idt [0:bs-1];
	initial begin
		for(i=0; i<bs; i=i+1) 
			idt[i] = {bs{1'b0}};  
	end
	always@(posedge clk, posedge rst) begin
		if(rst) begin
			for(i=0; i<bs; i=i+1) 
				idt[i] = {bs{1'b0}};
		end else begin
			idt[buffer_index] = current_dept;  
			for(i=0; i<bs; i=i+1) 
				idt[i][buffer_index]= 1'b0;
		end
	end
	always@(*) begin
		for(j=0; j<bs; j= j+1) 
			independent_instr[j] = valid_entries[j] & (~(|idt[j]));  
	end
endmodule
module IRT #(
	parameter bs = 32,
				 regnum = 16
) (
	input clk, rst,
	input [$clog2(bs)-1:0] buffer_index,
	input [$clog2(regnum)-1:0] rd, rs1, rs2,
	output [0:bs-1] current_dept
);
	integer i;
	integer j;
	wire [regnum-1:0] current_rs = (rs1 ? {1<<rs1} : {regnum{1'b0}}) | (rs2 ? {1<<rs2} : {regnum{1'b0}});
	reg [regnum-1:0] IRT_RD [0:bs-1];
	reg [regnum-1:0] IRT_RS [0:bs-1];
	reg [0:bs-1] raw = {bs{1'b1}};
	reg [0:bs-1] war = {bs{1'b1}};
	reg [0:bs-1] waw = {bs{1'b1}};
	initial begin
		for(i=0; i<bs; i=i+1) begin
			IRT_RD[i] <= {(regnum){1'b0}}; 
			IRT_RS[i] <= {(regnum){1'b0}};
		end
	end
	always@(posedge clk, posedge rst) begin
		if(rst) for(i=0; i<bs; i=i+1) begin
			IRT_RD[i] <= {(regnum){1'b0}};
			IRT_RS[i] <= {(regnum){1'b0}};
		end else begin
			IRT_RD[buffer_index] <= rd ? {1<<rd} : {regnum{1'b0}};
			IRT_RS[buffer_index] <= current_rs;
		end
	end
	always@(*) begin
		if(rst) begin
			raw = {bs{1'b1}};
			war = {bs{1'b1}};
			waw = {bs{1'b1}};
		end else begin
			for(j=0; j<bs; j=j+1) begin
				if(j != buffer_index) begin
					raw[j] = IRT_RD[j][rs1] | IRT_RD[j][rs2]; 
					war[j] = IRT_RS[j][rd];
					waw[j] = IRT_RD[j][rd];
				end else begin
					raw[j] = 1'b0;  
					war[j] = 1'b0; 
					waw[j] = 1'b0;
				end
			end
		end
	end
	assign current_dept = raw | war | waw;
endmodule
module InstructionBuffer #(
	parameter Instr_word_size = 32,
				 bs = 16
)(
	input clk, rst,
	input [Instr_word_size-1:0] Instr_in,
	input [$clog2(bs)-1:0] buffer_index,
	output reg [Instr_word_size-1:0] Instr_out
);
	reg [Instr_word_size-1:0] Instr_buffer[0:bs-1];
	always@(posedge clk) begin
		Instr_buffer[buffer_index] <= Instr_in;
	end
	always@(posedge clk) 
		Instr_out <= Instr_buffer[buffer_index];
endmodule
module MappingTable #(
	parameter bs = 16
) (
	input clk, rst, proceed,
	input [0:bs-1] candidate_list,
	input [$clog2(bs)-1: 0] buffer_index, buffer_index_synchronizer_1, buffer_index_synchronizer_2,
	input [$clog2(bs)-1: 0] random_number,
	output [$clog2(bs)-1: 0] next_buffer_index,
	output valid_count
);
	localparam bs_bits = $clog2(bs);
	integer i,j;
	reg [bs_bits-1:0] next_buffer_index_copy;
	reg [bs_bits-1:0] mapping_table [0:bs-1];
	reg [bs_bits-1:0] next_mapping_table [0:bs-1];
	reg [bs_bits-1:0] count = {bs_bits{1'b0}};
	always@(*) begin
		count = 0;
		for(i=0; i<bs; i=i+1)
			next_mapping_table[i] = 1'b0;  
		for(i=0; i<bs; i=i+1) begin
			if(candidate_list[i] && (i!= buffer_index && i!=buffer_index_synchronizer_1
				&& i!=buffer_index_synchronizer_2 && (!proceed || i != next_buffer_index_copy))) begin
				next_mapping_table[count] = i;
				count = count + 1'b1;
			end 
		end
	end
	always@(posedge clk, posedge rst) begin
		if(rst) for(j=0; j<bs; j=j+1)
			mapping_table[j] <= 1'b0;
		else for(j=0; j<bs; j=j+1)
			mapping_table[j] <= next_mapping_table[j];
	end
	always@(posedge clk)
		next_buffer_index_copy <= next_buffer_index;
	assign next_buffer_index = count ? (mapping_table[random_number%count]) : 1'b0;
	assign valid_count = count? 1'b1 : 1'b0;
endmodule
module PRNG #(
	parameter bs = 16
) (
	input clk, rst,
	output [$clog2(bs)-1:0] random_number
);
	localparam bs_bits = $clog2(bs);
	reg [31:0] q = 32'haaaaaaaa;
	wire feedback = q[31]^q[29]^q[28]^ q[27]^ q[23]^q[20]^ q[19]^q[17]^ q[15]^q[14]^q[12]^ q[11]^q[9]^ q[4]^ q[3]^q[2];
	always @(posedge clk or posedge rst)
	  if (rst) 
		 q <= 32'haaaaaaaa;
	  else
		 q <= {q[30:0], feedback} ;
	assign random_number = q[bs_bits-1:0];
endmodule
module Synchronizer #(
 	parameter width = 2
 ) (
 	input clk, rst,
 	input [width-1: 0] in,
 	output reg [width-1:0] out
 );
 	always@(posedge clk, posedge rst)
		if(rst) out <= 1'b0;
 		else out <= in;
 endmodule
### /design/flow/constraint.sdc
current_design ESM

set clk_period 24.9
set clk_io_pct 0.2

create_clock -name clk0 -period $clk_period [get_ports {clk}]

set non_clock_inputs [all_inputs -no_clocks]
set_input_delay [expr $clk_period * $clk_io_pct] -clock clk0 $non_clock_inputs
set_output_delay [expr $clk_period * $clk_io_pct] -clock clk0 [all_outputs]
### /design/flow/config.mk
export PLATFORM = sky130hd
export DESIGN_NAME = ESM
export DESIGN_NICKNAME = ESM
export VERILOG_FILES = /design/flow/design.v
export SDC_FILE = /design/flow/constraint.sdc
export NUM_CORES = 4
export LEC_CHECK = 1
export CORE_UTILIZATION = 40
==> results.txt <==
Physical implementation

The startpoint of the worst-slack reg-to-reg timing path is buffer_index[1]. The script computed a power per unit cell area of 98.5 mW/mm^2. Per the layout report, the design carries 20.4k filler cells. The fmax is around 42 MHz.

OpenROAD emitted warnings numbering 87. The worst hold path startpoint is Core.IIM.prng.q[8]. The mean post-synth cell area is 10.9 um^2.

The end-of-flow timing check tallies setup violations at 0. The area enclosed by the die boundary is 0.235 mm^2. Across the routed clock network, the largest skew measured is 56.8 ps.

The number of enable-type register cells in the synthesized netlist is between 500 and 600. The largest net degree at the start of global routing is 136. Across all hold checks on the routed design, the worst slack comes to about 350 ps. The number of max-capacitance violations reported is 0. The post-CTS setup-driven buffer insertion count is 0. The timing report gives the clock slew at the launch and capture registers of the worst setup and hold paths as approximately 60 ps.

The capture point of the worst register-to-register path is recorded as buffer_index[0]. The clock buffer count from CTS is 201. The depth of the critical timing path with buffers and inverters included is 81. Setup repair after global routing left no endpoint under its margin. The final hold violation count is 0.

In the post-route report, total wirelength is listed as around 340000 um. The main area contributors are sky130_fd_sc_hd__dfrtp_1, sky130_fd_sc_hd__edfxtp_1, sky130_fd_sc_hd__mux4_2, sky130_fd_sc_hd__o21ai_0, sky130_fd_sc_hd__nand2_1. STA classifies the critical path startpoint as an input pin. The fraction of synthesized cell area taken by the top area cell type is about two fifths. The number of buffers on the longest clock path is 3. Measured along the x axis, the die boundary spans around 490 um. Recorded from the global router log, the overflow total was 0. Warnings reported by Yosys during synthesis add up to 15. The number of nets with antenna violations after routing is 0. The portion of netlist area occupied by mux cells is just under 9%. The post-layout period usage of the worst path is between 90% and 100%. The area growth from synthesis to layout is 12.2%.

Per STA, the highest per-stage delay on the worst path measures ~700 ps. The average routed wire per standard cell is 29.5 um. The most critical setup path has its endpoint at buffer_index[0]. The worst-case IR drop observed on VDD is 87.3 uV.

After legalization and detailed placement, the total HPWL measured ~220000 um. In this run the cell area of the synthesized design comes to between 0.09 and 0.1 mm^2. The XOR/XNOR share of the synthesized area is about 1.1%.

For the worst setup path, the data arrival time is ~24000 ps. The flow ran to the end, and the final reports show no timing, DRC or antenna violations. The number of rows in the core area is between 150 and 200.

The multi-input combinational cells in the finished layout cover a total of roughly 0.039 mm^2. The synthesized design contains between 1.5k and 2k register bits. The number of pins exceeding their max-slew limit in the final report is 0.

The critical path required time is approximately 26000 ps. The via total after detailed routing is around 73k. In this run, the synthesized area fraction spent on AND-OR/OR-AND gates is recorded as a little under a fifth. The H-tree generated during clock tree synthesis spans 4 levels.

The largest fanout on the critical path is 17. The via count of the first global-routing pass is between 70k and 80k. The number of buffers added to fix hold violations after cts is 0.

The setup check on the worst reg-to-reg path leaves a slack of ~5400 ps. The first-iteration detailed-routing DRC count is 6948. Summing the areas of all fa, ha and maj instances in the mapped netlist gives about 1.2% of the synthesized area.

The clock tree from TritonCTS is yes. The first global-routing pass estimated 502000 um of wire. The biggest area contributor in the post-synthesis netlist is sky130_fd_sc_hd__dfrtp_1.

The relative max-transition margin is 26.4%. The DRC violation count after routing is 0. The placeable core region is approximately 0.23 mm^2. The top-level I/O count is roughly 68.

The share of the core area taken by cells at floorplan is about 40%. The cell at the root of the clock tree is sky130_fd_sc_hd__clkbuf_16. After its last routability iteration, the placer logged a weighted congestion of just over 1. The launch point of the worst path is Instr_in[13]. Counting distinct cell types in the post-synthesis netlist gives approximately 120. After synthesis, the design contains between 8k and 9k cells according to Yosys.

The skew report gives the latency at the later pin of the worst-skew pair as just under 900 ps. The area taken by sequential standard cells is reported as between 0.05 and 0.06 mm^2. Of the combinational cells, the family taking the most area is AND-OR/OR-AND gates. The simple-gate share of the synthesized area is about 11%. The shortest period the worst path allows is between 20000 and 25000 ps. The synthesis report gives the async set-or-reset register share as between 70% and 80%. The cell that appears most often on the critical path is sky130_fd_sc_hd__ha_1.

The type of the most critical hold path is reg2reg. The number of detailed-route iterations in the first pass is 6. The commonest register cell after synthesis is sky130_fd_sc_hd__dfrtp_1. The tree built by TritonCTS fans out to slightly below 2k sinks.

The chip area in the Yosys report is between 0.09 and 0.1 mm^2. Input and output buffers added on the ports amount to ~67. Per the detail_route report, vias per standard cell equal 6.29. The measured slew at the worst slew-check pin is ~1100 ps. On the critical path, the stage with the largest delay is an instance of sky130_fd_sc_hd__clkdlybuf4s50_1. The initial antenna violation count is 12.

The global routing report lists combined usage of all routing layers as 30.7%. The worst setup path is captured at a flop. In the final layout, the share of cells above drive strength 1 is between 10% and 20%. The worst reg-to-reg path cell count is 79. The utilization after layout is 45.3%. The vertical die dimension reported for this design is 485 um. In the setup report, the worst path falls into the class in2reg. The leakage component of the power is just over 40 nW. The post-synthesis instance total is around 8.6k. The kind of cell with the highest combined delay along the critical path is AND-OR/OR-AND gates. The buffers plus inverters on the worst setup path is 8. The part of the Yosys area used for sequential elements is between 50% and 60%.
[worst min path at each step]
stage	endpoint	slack [ps]	cells past startpoint
global route	Core.IIM.prng.q[31]	360	0
CTS	Core.IIM.prng.q[9]	350	0
finish	Core.IIM.prng.q[9]	350	0
[layout by cell type, fill, tap and decap left out, drive strengths merged, types with 20 or more instances in the layout]
cell           count
a211oi           285
a21boi            20
a21o              29
a21oi            292
a221o             49
a221oi           135
a22oi             66
a31oi             26
a32oi             24
and2              61
buf              323
clkbuf           275
clkdlybuf4s50     58
clkinv            66
dfrtp           1420
dfxtp             36
edfxtp           512
ha                83
inv               89
mux2              40
mux2i             22
mux4             334
nand2           1285
nand2b            28
nand3             77
nand4             44
nor2             429
nor2b             78
nor3              98
nor4              79
o21ai           1200
o221ai            65
o22ai            579
or2               25
xnor2             64
[stage by stage]
step	setup TNS, ps	area, um^2	setup WS [ps]	total power [mW]	std cells
after floorplan	-331420	93400	-233	6.19	8562
after global placement	0	97800	614	7.13	11200
after detailed placement	0	97800	578	7.21	11200
after CTS	0	105000	1360	10.3	11600
after global routing	0	105000	35.9	10.8	11600
final	0	105000	1330	10.3	11600
[worst register-to-register path, delay by kind of cell, from the launching register on]
family	cells	cell delay, ps
adders and majority gates	17	5890
AOI/OAI and AO/OA	26	5290
and+or+nand+nor	22	4540
buffers and inverters	7	1010
muxes	4	960
xor gates and xnor gates	3	910
DFF	1	750
[timing repair]
item	in CTS	in global routing
hold endpoints to repair	0	0
resized	0	3
setup endpoints to repair	0	8
[Yosys cell counts, types with 11 or more instances]
library cell / count
sky130_fd_sc_hd__dfrtp_1: 1420
sky130_fd_sc_hd__nand2_1: 1283
sky130_fd_sc_hd__o21ai_0: 1197
sky130_fd_sc_hd__clkbuf_1: 667
sky130_fd_sc_hd__o22ai_1: 579
sky130_fd_sc_hd__edfxtp_1: 512
sky130_fd_sc_hd__nor2_1: 427
sky130_fd_sc_hd__mux4_2: 334
sky130_fd_sc_hd__a21oi_1: 292
sky130_fd_sc_hd__a211oi_1: 283
sky130_fd_sc_hd__a221oi_1: 135
sky130_fd_sc_hd__nor3_1: 96
sky130_fd_sc_hd__ha_1: 83
sky130_fd_sc_hd__nor2b_1: 78
sky130_fd_sc_hd__inv_1: 76
sky130_fd_sc_hd__nand3_1: 76
sky130_fd_sc_hd__nor4_1: 76
sky130_fd_sc_hd__a22oi_1: 66
sky130_fd_sc_hd__o221ai_1: 65
sky130_fd_sc_hd__and2_1: 60
sky130_fd_sc_hd__buf_1: 60
sky130_fd_sc_hd__xnor2_1: 54
sky130_fd_sc_hd__a221o_1: 49
sky130_fd_sc_hd__nand4_1: 43
sky130_fd_sc_hd__mux2_2: 39
sky130_fd_sc_hd__dfxtp_1: 36
sky130_fd_sc_hd__a21o_1: 28
sky130_fd_sc_hd__nand2b_1: 28
sky130_fd_sc_hd__a31oi_1: 24
sky130_fd_sc_hd__a32oi_1: 24
sky130_fd_sc_hd__or2_2: 24
sky130_fd_sc_hd__mux2i_1: 21
sky130_fd_sc_hd__a21boi_0: 19
sky130_fd_sc_hd__nor4b_1: 18
sky130_fd_sc_hd__or4_1: 17
sky130_fd_sc_hd__dfstp_2: 16
sky130_fd_sc_hd__or3_1: 15
sky130_fd_sc_hd__and3_1: 14
sky130_fd_sc_hd__buf_2: 14
sky130_fd_sc_hd__o21bai_1: 12
sky130_fd_sc_hd__o31ai_1: 12
sky130_fd_sc_hd__a31o_2: 11
[logic make-up after synthesis]
logic type,Yosys count
simple gates,2305
compound gates,2881
buf+inv,829
fa+ha+maj,85
mux,396
xor+xnor,82
flops,1984
[cell type report]
type	count	share of cell area, %
antenna	2	0.00478
clock buffer	275	5.37
clock inverter	102	1.20
inverter	82	0.300
multi-input combinational	5749	36.8
sequential	1984	49.7
tap	3026	3.62
timing repair buffer	381	3.01
[power by group]
part           switching, mW  internal [mW]  total [mW]
clock network           1.35           1.77        3.12
logic                   1.79          0.980        2.77
registers              0.371           4.06        4.43
total                   3.51           6.80        10.3
[flip-flops by register name, indices dropped and copies added (netlist names)]
register	flops
Buffer.Instr_buffer	512
Buffer.Instr_out	32
Core.IDA.idt_table.idt	256
Core.IDA.irt_table.IRT_RD	512
Core.IDA.irt_table.IRT_RS	512
Core.IDA.synchronizer_1.out	4
Core.IDA.synchronizer_2.out	16
Core.IIM.list.candidate_list	16
Core.IIM.mapping_table.mapping_table	64
Core.IIM.mapping_table.next_buffer_index_copy	4
Core.IIM.prng.q	32
Core.IIM.synchronizer_2.out	4
Validator.valid_entries	16
buffer_index	4
[routing by layer]
metal  part of all wire [%]  wire, um  vias to the layer above  track usage (%)
li1                       -         -                    31800                -
met1                     38    131000                    36300             42.8
met2                     43    147000                     4089             42.2
met3                     14     47700                      847             16.2
met4                    4.7     16200                       20             11.2
met5                  0.070       240                        -            0.327
No activity file was given, so power comes from the tool's default toggle rates.
